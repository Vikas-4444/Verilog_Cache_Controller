==> design.v <==
`timescale 1ns / 1ps
module cache_controller (
    input clk,
    input reset,
    input read_en,
    input write_en,
    input [7:0] address,
    input [7:0] write_data,
    output reg [7:0] read_data,
    output reg hit,
    output reg mem_read_en,
    output reg mem_write_en,
    output reg [7:0] mem_address,
    output reg [7:0] mem_write_data,
    input      [7:0] mem_read_data
);
    reg [7:0] cache_data [0:3][0:1];
    reg [3:0] tag_array [0:3][0:1];
    reg       valid [0:3][0:1];
    reg       lru [0:3];   
    wire [1:0] index = address[3:2];
    wire [3:0] tag = address[7:4];
    integer i, j;
    initial begin
        for (i = 0; i < 4; i = i + 1)
            for (j = 0; j < 2; j = j + 1)
                valid[i][j] = 0;
    end
    always @(posedge clk) begin
        if (reset) begin
            for (i = 0; i < 4; i = i + 1) begin
                lru[i] <= 0;
                for (j = 0; j < 2; j = j + 1) begin
                    valid[i][j] <= 0;
                    cache_data[i][j] <= 0;
                    tag_array[i][j] <= 0;
                end
            end
            hit <= 0;
            read_data <= 0;
        end
        else begin
            mem_read_en <= 0;
            mem_write_en <= 0;
            hit <= 0;
            mem_address <= address;
            mem_write_data <= write_data;
            if (read_en) begin
                if (valid[index][0] && tag_array[index][0] == tag) begin
                    read_data <= cache_data[index][0];
                    hit <= 1;
                    lru[index] <= 1;
                end else if (valid[index][1] && tag_array[index][1] == tag) begin
                    read_data <= cache_data[index][1];
                    hit <= 1;
                    lru[index] <= 0;
                end else begin
                    hit <= 0;
                    mem_read_en <= 1;
                    #1;  
                    read_data <= mem_read_data;
                    if (lru[index] == 0) begin
                        cache_data[index][0] <= mem_read_data;
                        tag_array[index][0] <= tag;
                        valid[index][0] <= 1;
                        lru[index] <= 1;
                    end else begin
                        cache_data[index][1] <= mem_read_data;
                        tag_array[index][1] <= tag;
                        valid[index][1] <= 1;
                        lru[index] <= 0;
                    end
                end
            end
            else if (write_en) begin
                mem_write_en <= 1;
                if (valid[index][0] && tag_array[index][0] == tag) begin
                    cache_data[index][0] <= write_data;
                    hit <= 1;
                    lru[index] <= 1;
                end else if (valid[index][1] && tag_array[index][1] == tag) begin
                    cache_data[index][1] <= write_data;
                    hit <= 1;
                    lru[index] <= 0;
                end else begin
                    if (lru[index] == 0) begin
                        cache_data[index][0] <= write_data;
                        tag_array[index][0] <= tag;
                        valid[index][0] <= 1;
                        lru[index] <= 1;
                    end else begin
                        cache_data[index][1] <= write_data;
                        tag_array[index][1] <= tag;
                        valid[index][1] <= 1;
                        lru[index] <= 0;
                    end
                end
            end
        end
    end
endmodule
==> run.sh <==
#!/bin/bash
# OpenROAD 26Q1-2900-gdf79404cd8, Yosys 0.63+post, stock flow scripts
make -C /OpenROAD-flow-scripts/flow DESIGN_CONFIG=/design/flow/config.mk WORK_HOME=/design/flow/orfs finish
==> config.mk <==
export PLATFORM = sky130hd
export DESIGN_NAME = cache_controller
export DESIGN_NICKNAME = cache_controller
export VERILOG_FILES = /design/flow/design.v
export SDC_FILE = /design/flow/constraint.sdc
export NUM_CORES = 4
export LEC_CHECK = 1
export CORE_UTILIZATION = 30
==> constraint.sdc <==
current_design cache_controller

set clk_period 9.2
set clk_io_pct 0.2

create_clock -name clk0 -period $clk_period [get_ports {clk}]

set non_clock_inputs [all_inputs -no_clocks]
set_input_delay [expr $clk_period * $clk_io_pct] -clock clk0 $non_clock_inputs
set_output_delay [expr $clk_period * $clk_io_pct] -clock clk0 [all_outputs]
==> results.cfg <==
; generated from flow reports
[global_route]
overflow = 0
grt_first_pass_wirelength_mm = 21.9
grt_pass1_vias = 3931
grt_max_degree = 40
track_usage_pct = 14.0
grt_antenna_before_repair = 0

[critical_path]
cp_max_fo = 36
crit_type = input pin to flip-flop
critPathLaunch = address[3]
cp.arrival_ps = 5310
cpPeakStageDelay_ps = 870
crit_chain = clkdlybuf4s50_1 -> buf_4 -> mux4_2 -> xnor2_2 -> o211a_4 -> mux2i_4 -> o21ai_0 -> buf_4
cp_data_required_time_ps = 9360
crit_path_start_kind = input pin
cp_common_cell = buf_4
cp_slowest_cell = mux2i_4
reg2reg_from = tag_array[3][2]
end_kind = flip-flop

[floorplanning]
io_pins = 55
die_w_um = 146
fp_util_pct = 30.6
die_y_um = 146
dieArea_sq_um = 21200
rows = 52
core_area_sq_um = 20200

[clock_network]
numClockSinks = 135
ctsResizeCount = 0
clock_path_buffers = 2
postCtsSetupBuffers = 0
htreeDepth = 4
path_clk_slew_ps = 60
cts_tree = yes
insertion_delay_ps = 400
hold_buffers = 0
cts_made_buffers = 17
cts-root-buf = clkbuf_16

[run_status]
status = finished, final reports clean

[yosys]
top_cell = edfxtp_1
synth_seq_share_pct = 62.7
ff_type = edfxtp_1
yosysTopAreaCell = edfxtp_1
async_flop_share_pct = 0
ys_ff = 135
yosys_warnings = 1
top_cells_by_area = edfxtp_1 57%, mux4_2 7.3%, dfxtp_1 5.5%
edf_count = 118
top_cells_by_count = 118 x edfxtp_1, 49 x nor3_1, 44 x nor2_1, 24 x mux2i_1, 20 x mux4_2
synthCells = 439
avgSynthCellArea_sq_um = 14.1
synth_area_sq_um = 6190
synth_cell_type_count = 51
top_area_share_pct = 57.2
yosys_area_sq_um = 6190
ys_cells = 439

[final_timing]
hold_viol = 0
tightest_slew_ps = 984
setup_slack_ps = 4050
finalCritPeriodShare_pct = 55.9
rsz0062_at_grt = false
skew_ps = 7.49
finalMaxSlewViolations = 0
setup_viol = 0
fmax_ghz = 0.194
period_minus_slack_ps = 5150
tns_ps = 0
slew_headroom_pct = 32.5

[finish]
syn_to_final_growth_pct = 21.9
multiInputGateArea_sq_um = 2120
nFillCells = 1845
regArea_sq_um = 3880
drive_gt1_share_pct = 18.2
instances_no_fill = 775

[drt]
top_layer = met4
route.detailed.drc = 0
wl_met1_mm = 5.66
ant_nets = 0
drt-total-wl_mm = 13.5
dr.pass1.iters = 4
wl_met3_mm = 1.05
initialDrtViolationCount = 233
routed-via-count = 3812
avgViaCountPerCell = 4.92
wl_per_cell_um = 17.4
n_antenna_cell = 0
met2_length_mm = 6.66

[flow_run]
drv_cap = 0
warnings = 25

[placement]
gp_congestion = 0.913
dp_hpwl_mm = 9.31
post-place-cells = 744
place_ws_ps = 3670
portBuffers = 54

[min_path]
hold_class = flip-flop to flip-flop
hp-start = valid[3]

[power_and_ir_drop]
leakage_uw = 0.00261
peakVddDrop_mv = 0.122
cellPowerDensity_nw_per_um2 = 202
-- layer usage --
| layer | vias to the layer above | GRT usage [%] |
|---|---|---|
| met1 | 1876 | 19.6 |
| met2 | 140 | 22.9 |
| met3 | 6 | 4.45 |
| li1 | 1790 | - |
| met5 | - | 0 |
| met4 | 0 | 2.00 |
-- power breakdown --
group          switching (uW)  internal, uW  total (uW)
combinational            83.7          65.1         149
clock                     241           421         662
sequential               11.2           704         715
-- worst max-delay path, delay by kind of cell --
kind	cells	cell delay (ps)
multiplexers	2	1270
buffers and inverters	3	1120
AND-OR/OR-AND	2	850
XOR/XNOR	1	200
-- sequential cells by signal, summed over array words and instances (netlist names), 4 cells and up --
name            count
mem_address         8
valid               8
lru                 4
read_data           8
mem_write_data      8
tag_array          32
cache_data         64
-- worst paths after layout --
check | end | slack (ps) | depth (start not counted)
min | valid[3] | 460 | 1
max | cache_data[1][4] | 4050 | 8
min reg2reg | valid[3] | 460 | 1
max reg2reg | cache_data[1][4] | 5870 | 6
-- cell families (layout without fill, tap and decap cells) --
logic type / count (synthesis) / count (layout) / synth area share, %
and+or+nand+nor: 157 / 157 / 13.5
DFF: 135 / 135 / 62.7
AOI/OAI and AO/OA: 51 / 51 / 6.50
xor gates and xnor gates: 14 / 14 / 2.34
muxes: 47 / 47 / 11.9
buffers and inverters: 35 / 101 / 3.13
-- layout make-up --
| type | instances | share of cell area, % |
|---|---|---|
| sequential | 135 | 51.4 |
| multi-input combinational | 269 | 28.0 |
| timing repair buffer | 63 | 7.99 |
| clock buffer | 17 | 5.63 |
| tap | 270 | 4.47 |
| clock inverter | 14 | 2.10 |
| inverter | 7 | 0.348 |
-- layout by cell type, fill, tap and decap left out, types with 6 or more instances in the layout --
| master | instances |
|---|---|
| clkdlybuf4s50_1 | 53 |
| buf_4 | 9 |
| nand2_1 | 11 |
| o22ai_1 | 9 |
| o21ai_0 | 8 |
| edfxtp_1 | 118 |
| mux4_2 | 20 |
| dfxtp_1 | 17 |
| a31oi_1 | 8 |
| inv_1 | 6 |
| nor2b_1 | 9 |
| and2_1 | 13 |
| nor3_1 | 49 |
| nor2_1 | 44 |
| xnor2_1 | 7 |
| clkbuf_16 | 17 |
| mux2i_1 | 24 |
-- stage by stage --
step	power [uW]	hold WS [ps]	utilization, %	area (sq um)
2_1_floorplan	817	423	-	6190
3_3_place_gp	874	435	34.4	6970
3_5_place_dp	877	438	34.4	6970
4_1_cts	1540	467	37.3	7550
5_1_grt	1580	490	37.3	7550
6_report	1530	461	37.3	7550
Power is estimated from default activity; no workload was simulated.
