==> design/flow/config.mk <==
export PLATFORM = sky130hd
export DESIGN_NAME = main_memory
export DESIGN_NICKNAME = main_memory
export VERILOG_FILES = /design/flow/design.v
export SDC_FILE = /design/flow/constraint.sdc
export NUM_CORES = 4
export LEC_CHECK = 1
export CORE_UTILIZATION = 50
==> design/flow/constraint.sdc <==
current_design main_memory

set clk_period 20.1
set clk_io_pct 0.2

create_clock -name clk0 -period $clk_period [get_ports {clk}]

set non_clock_inputs [all_inputs -no_clocks]
set_input_delay [expr $clk_period * $clk_io_pct] -clock clk0 $non_clock_inputs
set_output_delay [expr $clk_period * $clk_io_pct] -clock clk0 [all_outputs]
==> design/flow/design.v <==
`timescale 1ns / 1ps
module main_memory (
    input clk,
    input read_en,
    input write_en,
    input [7:0] address,
    input [7:0] write_data,
    output reg [7:0] read_data
);
    reg [7:0] memory [0:255];
    initial begin
        memory[8'h10] = 8'hA1;
        memory[8'h20] = 8'hB2;
        memory[8'h30] = 8'hC3;
        memory[8'h40] = 8'hD4;
    end
    always @(posedge clk) begin
        if (read_en)
            read_data <= memory[address];
        if (write_en)
            memory[address] <= write_data;
    end
endmodule
==> design/flow/run.sh <==
#!/bin/bash
# OpenROAD 26Q1-2900-gdf79404cd8, Yosys 0.63+post, stock flow scripts
make -C /OpenROAD-flow-scripts/flow DESIGN_CONFIG=/design/flow/config.mk WORK_HOME=/design/flow/orfs finish
==> flow_metrics.py <==
# Generated from Yosys and OpenROAD reports
metrics = {
    "floorplan": {
        "chipHeight_um": 398.4,
        "ios": 27,
        "die_area_um2": 158700,
        "core_area_um2": 156000,
        "die_w_um": 398.4,
        "initial_core_util": 0.5036,
        "rows": 145,
    },
    "yosys": {
        "edf_count": 2056,
        "ys_sh_adder": 0,
        "synth_area_leader_cell": "edfxtp_1",
        "yosys_area_um2": 78570,
        "top_area_frac": 0.7858,
        "syn_avg_cell_area_um2": 22.15,
        "ys_top_cells_by_area": "edfxtp_1 (79%), mux4_2 (15%), a22oi_1 (2.4%)",
        "syn_area_um2": 78570,
        "async_reset_ff_frac": 0,
        "ys_sh_simple": 0.01731,
        "ys_seq_share": 0.7858,
        "synthTopLogicFamily": "multiplexers",
        "ys_cells": 3547,
        "synth_cells": 3547,
        "ys_sh_aoi": 0.03618,
        "ys.flop_type": "edfxtp_1",
        "ys_sh_xor": 0,
        "top_cell": "edfxtp_1",
        "yosysUniqueCellTypes": 21,
        "yosysWarnings": 1,
        "yosys-top-cells-count": "edfxtp_1 (2056), mux4_2 (512), a22oi_1 (256)",
        "mux_area_frac": 0.1468,
        "ys.flops": 2056,
    },
    "detailed_routing": {
        "vias": 36810,
        "via_per_inst": 6.207,
        "dr.first_iter.drc_count": 2263,
        "wirelength_um": 186300,
        "drt_pre_antenna_iters": 8,
        "wl_per_cell_um": 31.42,
        "antenna_left": 0,
        "drc": 0,
    },
    "worst_hold_path": {
        "worst_hold_startpoint": "memory[230][1]",
        "min_path_type": "register to register",
        "hold_end": "read_data[1]",
        "min_path_cells": 5,
    },
    "global_routing": {
        "grt_remaining_overflow": 0,
        "grt_antenna_before_repair": 0,
        "grt_pass1_vias": 41890,
        "grt_pass1_wl_um": 273800,
        "grt_max_degree": 117,
        "grt_usage": 0.2731,
    },
    "critical_path": {
        "start_kind": "input port",
        "worstReg2RegStart": "memory[91][3]",
        "worst-endpoint-arrival_ns": 8.77,
        "r2r_slack_ns": 17.24,
        "r2r.worst_path.cells": 6,
        "cp_data_required_time_ns": 20.63,
        "critPathMaxFanout": 95,
        "crit_type": "input port to register",
        "r2r_end": "read_data[3]",
        "endpoint_kind": "register",
    },
    "clock_tree": {
        "cts_tree": "built",
        "cts_setup_buffers": 0,
        "ctsHoldBuffers": 0,
        "cts.path.max_buffers": 3,
        "htreeDepth": 4,
        "clk_latency_ns": 0.82,
        "clock_sinks": 2056,
        "clkTransAtPathRegs_ns": 0.06,
        "ctsResizeCount": 0,
        "root_buffer": "clkbuf_16",
        "cts-buffers-inserted": 198,
    },
    "power_and_ir_drop": {
        "worst_ir_drop_vdd_v": 0.00009147,
        "power.total_mw": 8.868,
        "p_per_area_nw_per_um2": 100.3,
        "p_leak_nw": 26.87,
    },
    "timing": {
        "period_needed_ns": 8.242,
        "rsz0062_at_grt": "false",
        "worstMarginPinSlew_ns": 1.018,
        "drv_slew": 0,
        "setup_viol": 0,
        "skew_ns": 0.05180,
        "hold_viol_final": 0,
        "layout_worst_path_cycle_share": 0.4100,
        "tns_ns": 0,
        "slew_headroom": 0.3186,
        "fmax_mhz": 121.3,
    },
    "job": {
        "max-cap-violations": 0,
        "warnings": 29,
    },
    "cells_and_area": {
        "postLayoutCoreUtil": 0.5664,
        "synthToLayoutAreaGrowth_pct": 12.47,
        "drive_above_1_share": 0.2532,
        "fin_area_um2": 88370,
    },
    "placed_design": {
        "placed_area_um2": 81740,
        "gp_congestion": 0.8693,
        "place_hpwl_um": 111200,
        "numPortBuffers": 26,
    },
    "run_status": {
        "status": "complete, no violations",
    },
}
## critical path, stage by stage
cell and delay (ns):
buf_8 0.35, buf_4 0.65, buf_4 0.70, buf_4 0.63, buf_12 0.51, mux4_2 0.40
a22oi_1 0.36, a21oi_1 0.13, o41ai_1 0.66, nand4_1 0.17
## where the power goes
group	switching (mW)	internal, mW	total (mW)	leakage (nW)
combinational	0.254	0.134	0.388	5.17
sequential	0.00384	4.73	4.73	18.5
clock	1.57	2.17	3.75	3.22
## state kept, by name, indices dropped and copies added (netlist names)
| signal | flops |
|---|---|
| read_data | 8 |
| memory | 2048 |
## layout by cell type (no fill, tap or decap), types with 6 or more instances in the layout
cell / n
edfxtp_1: 2056
clkinv_1: 50
nor2_1: 231
a22oi_1: 256
clkbuf_16: 198
o41ai_2: 6
mux4_2: 512
bufinv_16: 28
buf_4: 162
nand4_1: 8
clkbuf_1: 34
o41ai_1: 26
nand3_1: 13
nand2_1: 28
clkbuf_8: 8
clkinv_2: 33
nand2b_1: 6
a21oi_1: 128
nor3_1: 30
clkinv_16: 6
clkdlybuf4s50_1: 16
## cells by family after synthesis
logic type	Yosys count
muxes	512
DFF	2056
buffers and inverters	233
and+or+nand+nor	330
AOI/OAI and AO/OA	416
## metal layers
layer	global-route usage	part of all wire	up-vias	wire length [µm]
li1	-	-	15430	-
met1	0.3554	0.32	18740	60110
met2	0.3824	0.47	2366	87660
met3	0.2302	0.19	265	34490
met4	0.04420	0.020	8	3765
met5	0.01453	0.0017	-	308
## how the worst max path moves through the flow
stage,startpoint,to,slack (ns)
CTS,address[0],read_data[6],11.66
global route,address[0],read_data[6],11.38
finish,address[1],read_data[6],11.86
## per-stage QoR
| stage | instances | worst slack [ns] | hold slack, ns |
|---|---|---|---|
| CTS | 5929 | 11.66 | 1.049 |
| detailed placement | 5566 | 10.75 | 1.028 |
| finish | 5930 | 11.86 | 1.039 |
| global route | 5929 | 11.38 | 1.093 |
| global placement | 5566 | 10.76 | 1.015 |
| floorplan | 3547 | 13.86 | 0.8956 |
## area by class of cell
class | count | area [µm²]
repair buffers | 193 | 1617
inverters | 1 | 3.754
well taps | 2058 | 2575
diodes | 1 | 2.502
fillers | 11010 | 67660
clock inverters | 131 | 1544
clock buffers | 232 | 5082
flip-flops and latches | 2056 | 61740
multi-input cells | 1258 | 15800
Power and IR drop assume default switching activity.
